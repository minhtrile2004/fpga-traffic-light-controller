--- /design/flow/config.mk ---
export PLATFORM = sky130hd
export DESIGN_NAME = bai10
export DESIGN_NICKNAME = bai10
export VERILOG_FILES = /design/flow/design.v
export SDC_FILE = /design/flow/constraint.sdc
export NUM_CORES = 4
export LEC_CHECK = 1
export CORE_UTILIZATION = 40
--- /design/flow/constraint.sdc ---
current_design bai10

set clk_period 6.8
set clk_io_pct 0.2

create_clock -name clk0 -period $clk_period [get_ports {CLOCK_50}]

set non_clock_inputs [all_inputs -no_clocks]
set_input_delay [expr $clk_period * $clk_io_pct] -clock clk0 $non_clock_inputs
set_output_delay [expr $clk_period * $clk_io_pct] -clock clk0 [all_outputs]
--- /design/flow/design.v ---
module bai10(CLOCK_50, SW, LEDR, LEDG, HEX1, HEX0, HEX2, HEX3, HEX4, HEX5, HEX6, HEX7);
	input CLOCK_50;
	input [1:1]SW;
	output reg [16:0] LEDR;
	output reg [0:0] LEDG;
	output reg [6:0] HEX1, HEX0, HEX2, HEX3, HEX4, HEX5, HEX6, HEX7;
	 parameter g16 = 6'd0;
	 parameter g15= 6'd1;
	 parameter g14= 6'd2;
    parameter g13 = 6'd3;  
    parameter g12 = 6'd4;
    parameter g11 = 6'd5;
    parameter g10 = 6'd6;
    parameter g9 = 6'd7;
    parameter g8 = 6'd8;
    parameter g7 = 6'd9;
    parameter g6 = 6'd10;
    parameter g5 = 6'd11;
    parameter g4 = 6'd12;
    parameter g3 = 6'd13;
    parameter g2 = 6'd14;
    parameter g1 = 6'd15;
    parameter g0 = 6'd16;
	 parameter y6 =6'd17;
    parameter y5 = 6'd18;
    parameter y4 = 6'd19;
    parameter y3 = 6'd20;
    parameter y2 = 6'd21;
    parameter y1 = 6'd22; 
    parameter y0 = 6'd23;
	  parameter r11 = 6'd24;
    parameter r10 = 6'd25;
    parameter r9 = 6'd26;
    parameter r8 = 6'd27;
    parameter r7 = 6'd28;
    parameter r6 = 6'd29;
    parameter r5 = 6'd30;
    parameter r4 = 6'd31;
    parameter r3 = 6'd32;
	 parameter r2 = 6'd33;
	 parameter r1 = 6'd34;
    parameter r0 = 6'd35;
    reg [5:0] current_state, next_state; 
    always @(*) begin
        HEX2 = 7'b1111111; 
        HEX3 = 7'b1111111; 
        HEX4 = 7'b1111111; 
        HEX5 = 7'b1111111; 
        HEX6 = 7'b1111111; 
        HEX7 = 7'b1111111; 
    end
	 reg clock_1s = 1'b0;
	 integer q;
	 always @ (posedge CLOCK_50)
		begin
			q=q+1;
			if (q == 25000000)   
			begin     
				clock_1s= ~clock_1s;   
				q = 0;	   
			end   
		 end
    always @(*) begin
        case (current_state)
				g16: next_state = g15;
				g15: next_state = g14;
				g14: next_state = g13;
            g13:  next_state = g12;
            g12:  next_state = g11;
            g11:  next_state = g10;
            g10:  next_state = g9;
            g9:   next_state = g8;
            g8:   next_state = g7;
            g7:   next_state = g6;
            g6:   next_state = g5;
            g5:   next_state = g4;
            g4:   next_state = g3;
            g3:   next_state = g2;
            g2:   next_state = g1;
            g1:   next_state = y6;
				y6: next_state=y5;
				y5:   next_state = y4;
            y4:   next_state = y3;
            y3:   next_state = y2;
            y2:   next_state = y1;
            y1:   next_state = r11;
            r11: next_state = r10;
				r10:  next_state = r9;
            r9:   next_state = r8;
            r8:   next_state = r7;
            r7:   next_state = r6;
            r6:   next_state = r5;
            r5:   next_state = r4;
            r4:   next_state = r3;
            r3:   next_state = r2;
				r2:   next_state = r1;
            r1:   next_state = g16;
            default:   next_state = g16;
        endcase
    end
    always @(posedge clock_1s) begin
        if (SW[1]) begin
            current_state <= g16; 
        end else begin
            current_state <= next_state;
        end
    end
    always @(*) begin
        case (current_state)
				 g16: begin
                LEDG[0] = 1; LEDR[0] = 0; LEDR[16] = 0;
					 HEX1 = 7'b1111001;  
                HEX0 = 7'b0010010;  
            end
            g15: begin
                LEDG[0] = 1; LEDR[0] = 0; LEDR[16] = 0;
                HEX1 = 7'b1111001;  
                HEX0 = 7'b0011001;  
            end
            g14: begin
                LEDG[0] = 1; LEDR[0] = 0; LEDR[16] = 0;
                HEX1 = 7'b1111001;  
                HEX0 = 7'b0110000;  
            end
            g13: begin
                LEDG[0] = 1; LEDR[0] = 0; LEDR[16] = 0;
					 HEX1 = 7'b1111001;  
                HEX0 = 7'b0100100;  
            end
            g12: begin
                LEDG[0] = 1; LEDR[0] = 0; LEDR[16] = 0;
                HEX1 = 7'b1111001;  
                HEX0 = 7'b1111001;  
            end
            g11: begin
                LEDG[0] = 1; LEDR[0] = 0; LEDR[16] = 0;
                HEX1 = 7'b1111001;  
                HEX0 = 7'b1000000;  
            end
            g10: begin
                LEDG[0] = 1; LEDR[0] = 0; LEDR[16] = 0;
                HEX1 = 7'b1000000;  
                HEX0 = 7'b0010000;  
            end
            g9: begin
                LEDG[0] = 1; LEDR[0] = 0; LEDR[16] = 0;
                HEX1 = 7'b1000000;  
                HEX0 = 7'b0000000;  
            end
            g8: begin
                LEDG[0] = 1; LEDR[0] = 0; LEDR[16] = 0;
                HEX1 = 7'b1000000;  
                HEX0 = 7'b1111000;  
            end
            g7: begin
                LEDG[0] = 1; LEDR[0] = 0; LEDR[16] = 0;
                HEX1 = 7'b1000000;  
                HEX0 = 7'b0000010;  
            end
            g6: begin
                LEDG[0] = 1; LEDR[0] = 0; LEDR[16] = 0;
                HEX1 = 7'b1000000;  
                HEX0 = 7'b0010010;  
            end
            g5: begin
                LEDG[0] = 1; LEDR[0] = 0; LEDR[16] = 0;
                HEX1 = 7'b1000000;  
                HEX0 = 7'b0011001;  
            end
            g4: begin
                LEDG[0] = 1; LEDR[0] = 0; LEDR[16] = 0;
                HEX1 = 7'b1000000;  
                HEX0 = 7'b0110000;  
            end
            g3: begin
                LEDG[0] = 1; LEDR[0] = 0; LEDR[16] = 0;
                HEX1 = 7'b1000000;  
                HEX0 = 7'b0100100;  
            end
            g2: begin
                LEDG[0] = 1; LEDR[0] = 0; LEDR[16] = 0;
                HEX1 = 7'b1000000;  
                HEX0 = 7'b1111001;  
            end
				g1: begin
                LEDG[0] = 1; LEDR[0] = 0; LEDR[16] = 0;
                HEX1 = 7'b1000000;  
                HEX0 = 7'b1000000;  
            end
				y6: begin
                LEDG[0] = 0; LEDR[0] = 0; LEDR[16] = 1;
                HEX1 = 7'b1000000;  
                HEX0 = 7'b0010010; 
            end
            y5: begin
                LEDG[0] = 0; LEDR[0] = 0; LEDR[16] = 1;
                HEX1 = 7'b1000000;  
                HEX0 = 7'b0011001;  
            end
            y4: begin
                LEDG[0] = 0; LEDR[0] = 0; LEDR[16] = 1;
                HEX1 = 7'b1000000;  
                HEX0 = 7'b0110000;  
            end
            y3: begin
                LEDG[0] = 0; LEDR[0] = 0; LEDR[16] = 1;
                HEX1 = 7'b1000000;  
                HEX0 = 7'b0100100;  
            end
            y2: begin
                LEDG[0] = 0; LEDR[0] = 0; LEDR[16] = 1;
                HEX1 = 7'b1000000;  
                HEX0 = 7'b1111001;  
            end
				y1: begin
                LEDG[0] = 0; LEDR[0] = 0; LEDR[16] = 1;
					 HEX1 = 7'b1000000;  
                HEX0 = 7'b1000000;  
					 end
            r11: begin
                LEDG[0] = 0; LEDR[0] = 1; LEDR[16] = 0;
                HEX1 = 7'b1111001;  
                HEX0 = 7'b1000000;  
            end
            r10: begin
                LEDG[0] = 0; LEDR[0] = 1; LEDR[16] = 0;
                HEX1 = 7'b1000000;  
                HEX0 = 7'b0010000;  
            end
            r9: begin
                LEDG[0] = 0; LEDR[0] = 1; LEDR[16] = 0;
                HEX1 = 7'b1000000;  
                HEX0 = 7'b0000000;  
            end
            r8: begin
                LEDG[0] = 0; LEDR[0] = 1; LEDR[16] = 0;
                HEX1 = 7'b1000000;  
                HEX0 = 7'b1111000;  
            end
            r7: begin
                LEDG[0] = 0; LEDR[0] = 1; LEDR[16] = 0;
                HEX1 = 7'b1000000;  
                HEX0 = 7'b0000010;  
            end
            r6: begin
                LEDG[0] = 0; LEDR[0] = 1; LEDR[16] = 0;
                HEX1 = 7'b1000000;  
                HEX0 = 7'b0010010;  
            end
            r5: begin
                LEDG[0] = 0; LEDR[0] = 1; LEDR[16] = 0;
                HEX1 = 7'b1000000;  
                HEX0 = 7'b0011001;  
            end
            r4: begin
                LEDG[0] = 0; LEDR[0] = 1; LEDR[16] = 0;
                HEX1 = 7'b1000000;  
                HEX0 = 7'b0110000;  
            end
            r3: begin
                LEDG[0] = 0; LEDR[0] = 1; LEDR[16] = 0;
                HEX1 = 7'b1000000;  
                HEX0 = 7'b0100100;  
            end
            r2: begin
                LEDG[0] = 0; LEDR[0] = 1; LEDR[16] = 0;
                HEX1 = 7'b1000000;  
                HEX0 = 7'b1111001;  
            end
				r1: begin
                LEDG[0] = 0; LEDR[0] = 1; LEDR[16] = 0;
                HEX1 = 7'b1000000;  
                HEX0 = 7'b1000000;  
            end
            default begin
                LEDG[0] = 0; LEDR[0] = 0; LEDR[16] = 0;
                HEX1 = 7'b1111111; 
                HEX0 = 7'b1111111; 
            end
        endcase
    end
endmodule
--- /design/flow/run.sh ---
#!/bin/bash
# OpenROAD 26Q1-2900-gdf79404cd8, Yosys 0.63+post, stock flow scripts
make -C /OpenROAD-flow-scripts/flow DESIGN_CONFIG=/design/flow/config.mk WORK_HOME=/design/flow/orfs finish
==> run notes <==
Implementation results. Number of unconstrained endpoints landed at 22. Total die size landed at 8552 um^2. Cell count after synthesis landed at 413.

Share of flip-flops with an asynchronous set or reset after synthesis landed at 0%. Worst stage delay on the critical path landed at 0.80 ns. CTS buffer count landed at 5.

Maximum net fanout on the critical path landed at 11. Worst endpoint data arrival time landed at 3.07 ns. Hold buffer count at CTS landed at 0. Total routing resource utilization after global routing landed at 14.89%. Post-layout worst setup margin landed at 3.727 ns. Detail-routed net length per standard cell landed at 12.14 um. The worst setup path is of the reg2reg kind. Largest clock skew in the final design landed at 0.005174 ns.

After routing, the total negative slack on setup checks comes to 0 ns. The tightest min-delay check is of the reg2reg type. Remaining design rule violation count landed at 0. Post-synthesis cell count from yosys landed at 413. Buffer count from post-CTS setup fixing landed at 0.

Setup repair after global routing left no endpoint under its margin. For this run, the detailed router reports a per-instance via density of 5.148. For this run the detailed placement stage logged an HPWL of 4.639 mm. Number of max-slew violations in the final report landed at 0.

Distinct cell type count after synthesis landed at 63. Number of ports placed on the die boundary landed at 76. The run reported a max-capacitance violation count of 0. TritonCTS built the clock tree. Maximum clock insertion buffer count landed at 2. Sequential cell area fraction in the yosys report landed at 24.15%. Number of core rows landed at 32. Number of warning messages in the yosys log landed at 16. In this run, post-CTS repair resized a total of 0 instances. The worst setup path is captured at a flip-flop.

The number of antenna violations at the first check in global routing came to 0. The transition time recorded at the tightest slew-check pin is 0.8801 ns. Per the detail_route report, inserted antenna diodes total 0. In the synthesis report, Yosys lists the chip area as 3274 um^2. Cell area after synthesis landed at 3274 um^2. For the finished layout, the period the worst path requires is 3.073 ns. The final hold violation count recorded for this run is 0. Power per cell area landed at 100.5 nW/um^2. The first routing iteration left 53 violations. Once the floorplan was initialized, standard cells occupied 41.94% of the core. The first global-routing pass estimated 10.41 mm of wire. VDD sags by at most 107.9 uV.

Per the STA report, the cell with the highest stage delay on the worst path is sky130_fd_sc_hd__nor4_2. The post-route netlist has 8.252% of its cells at a drive strength greater than 1. On the reported timing paths, the clock transition at the registers reads 0.06 ns. During placement, the flow inserted port buffers numbering 17.

After layout, the design draws a total of 333.1 uW. Entering global routing, the biggest net connects 42 pins. In this run the standard cell core region covers 7807 um^2. Static power due to leakage landed at 1.324 nW. The number of warnings reported in the stage logs is 32. Worst relative slew slack landed at 40.84%. Per the synth log, the flip-flop and latch total comes to 39. Via count of the first global-routing pass landed at 2199. Die boundary width landed at 92.48 um. Top achievable clock speed landed at 325.4 MHz. Logged for this run, the post-placement worst setup slack is 3.780 ns. The post-synth count of flops with an enable pin is 1.

Count of unclocked register or latch pins landed at 6. Walking the worst path, the cells encountered are nand3_2 > nor4_2 > nand3_1 > xnor2_1 > nor4_4 > buf_4 > and2_1. For this run, the leading register cell type out of synthesis is sky130_fd_sc_hd__dfxtp_1. Routed wire length landed at 6.238 mm. Latest clock arrival within the worst-skew pair landed at 0.28 ns. Detailed-router iteration count before antenna repair landed at 4.

Final antenna-violating net count landed at 0. The final critical path takes up 45.20% of the cycle. Weighted congestion reported at the end of routability-driven placement landed at 0.8687. Number of failing setup endpoints in the final timing report landed at 0. Chip height landed at 92.48 um. Number of vias in the routed layout landed at 2646. After global routing the overflow that remains totals 0. The worst setup path is launched from a flip-flop.

Data required time at the worst endpoint landed at 6.80 ns. Number of H-tree levels landed at 2. CTS placed an instance of sky130_fd_sc_hd__clkbuf_8 at the clock tree root. Post-synthesis average cell area landed at 7.928 um^2.

Area added between synthesis and finish landed at 1.261%. The flow ran to the end, and the final reports show no timing, DRC or antenna violations.
area by class of cell:
cell class                 instances  area, um^2
multi-input combinational        334        2076
clock buffer                       8       80.08
fill                             791        4492
tap                              102       127.6
sequential                        39       790.8
inverter                           9       33.78
timing repair buffer              22       207.7
worst max-delay path: cells and delay by family (launching register included):
family | cells | cell delay [ns]
simple gates | 5 | 1.78
flops | 1 | 0.48
buf+inv | 1 | 0.29
xor+xnor | 1 | 0.22
per-stage QoR:
stage	hold WS [ns]	instance area [um^2]	util, %	std cells
3_5_place_dp	0.4662	3236	41.44	506
5_1_grt	0.4875	3316	42.47	514
6_report	0.4714	3316	42.47	514
3_3_place_gp	0.4702	3236	41.44	506
2_1_floorplan	0.4255	3485	-	469
4_1_cts	0.4803	3316	42.47	514
state kept, by name, summed over array words and instances, names as in the netlist:
| register | cells |
|---|---|
| clock_1s | 1 |
| q | 32 |
| current_state | 6 |
power breakdown:
part / switching (mW) / internal (mW) / total (mW)
Combinational: 0.00128 / 0.000664 / 0.00195
Clock: 0.0644 / 0.0726 / 0.137
Sequential: 0 / 0.194 / 0.194
Total: 0.0657 / 0.267 / 0.333
routing by layer:
| metal | vias to the layer above | track usage (%) | share of wire, % |
|---|---|---|---|
| li1 | 1345 | - | - |
| met3 | 11 | 1.337 | 4.0 |
| met5 | - | 0 | 0 |
| met1 | 1218 | 22.37 | 47 |
| met2 | 72 | 23.95 | 47 |
| met4 | 0 | 2.604 | 2.0 |
final timing paths:
path | startpoint | end | slack, ns | depth (start not counted)
max reg2reg | q[2]$_SDFF_PN0_ | clock_1s$_DFFE_PN_ | 3.73 | 7
min | q[31]$_SDFF_PN0_ | q[31]$_SDFF_PN0_ | 0.47 | 1
max | q[2]$_SDFF_PN0_ | clock_1s$_DFFE_PN_ | 3.73 | 7
min reg2reg | q[31]$_SDFF_PN0_ | q[31]$_SDFF_PN0_ | 0.47 | 1
Yosys cell counts, types with 3 or more instances:
| library cell | instances | area (um^2) |
|---|---|---|
| sky130_fd_sc_hd__a211oi_1 | 6 | 45.04 |
| sky130_fd_sc_hd__a21boi_1 | 4 | 30.03 |
| sky130_fd_sc_hd__a21oi_1 | 21 | 105.1 |
| sky130_fd_sc_hd__a21oi_2 | 10 | 87.58 |
| sky130_fd_sc_hd__a22oi_1 | 3 | 22.52 |
| sky130_fd_sc_hd__a31oi_1 | 5 | 31.28 |
| sky130_fd_sc_hd__and3_1 | 10 | 62.56 |
| sky130_fd_sc_hd__buf_4 | 64 | 480.5 |
| sky130_fd_sc_hd__clkbuf_1 | 17 | 63.81 |
| sky130_fd_sc_hd__dfxtp_1 | 38 | 760.7 |
| sky130_fd_sc_hd__ha_1 | 9 | 112.6 |
| sky130_fd_sc_hd__inv_1 | 8 | 30.03 |
| sky130_fd_sc_hd__mux2_2 | 4 | 45.04 |
| sky130_fd_sc_hd__mux2i_1 | 5 | 50.05 |
| sky130_fd_sc_hd__nand2_1 | 27 | 101.4 |
| sky130_fd_sc_hd__nand2b_1 | 3 | 18.77 |
| sky130_fd_sc_hd__nand3_1 | 15 | 75.07 |
| sky130_fd_sc_hd__nand4_1 | 10 | 62.56 |
| sky130_fd_sc_hd__nor2_1 | 20 | 75.07 |
| sky130_fd_sc_hd__nor2b_1 | 10 | 62.56 |
| sky130_fd_sc_hd__nor3_1 | 14 | 70.07 |
| sky130_fd_sc_hd__nor4_1 | 6 | 37.54 |
| sky130_fd_sc_hd__nor4_4 | 3 | 63.81 |
| sky130_fd_sc_hd__o21ai_0 | 17 | 85.08 |
| sky130_fd_sc_hd__o22a_1 | 3 | 26.28 |
| sky130_fd_sc_hd__o22ai_1 | 4 | 25.02 |
| sky130_fd_sc_hd__or3_1 | 5 | 31.28 |
| sky130_fd_sc_hd__xnor2_1 | 12 | 105.1 |
| sky130_fd_sc_hd__xor2_1 | 15 | 131.4 |
cell usage in the layout, fill, tap and decap left out, drive strengths merged, types with 5 or more instances in the layout:
| cell type | synthesis | routed |
|---|---|---|
| nand3 | 16 | 16 |
| mux2i | 5 | 5 |
| ha | 9 | 9 |
| clkdlybuf4s50 | 0 | 17 |
| xor2 | 15 | 15 |
| dfxtp | 38 | 38 |
| xnor2 | 12 | 12 |
| nand2 | 28 | 28 |
| a21oi | 31 | 31 |
| a211oi | 6 | 6 |
| inv | 8 | 8 |
| o21ai | 19 | 19 |
| nor4 | 10 | 10 |
| nand4 | 10 | 10 |
| conb | 2 | 58 |
| nor2b | 10 | 10 |
| clkbuf | 17 | 8 |
| nor2 | 20 | 20 |
| a31oi | 5 | 5 |
| and3 | 10 | 10 |
| buf | 70 | 5 |
| or3 | 5 | 5 |
| nor3 | 14 | 14 |
kinds of logic (layout without fill, tap and decap cells):
logic type | count (synthesis) | count (layout) | share of synthesized area [%]
AND-OR/OR-AND | 91 | 91 | 18.53
XOR/XNOR | 27 | 27 | 7.222
adder cells (fa/ha/maj) | 9 | 9 | 3.439
buffers and inverters | 96 | 39 | 18.88
flip-flops | 39 | 39 | 24.15
multiplexers | 9 | 9 | 2.904
other | 2 | 58 | 0.2294
AND/OR/NAND/NOR | 140 | 140 | 24.65
Power is estimated from default activity; no workload was simulated.
